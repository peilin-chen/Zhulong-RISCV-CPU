==> run.sh <==
#!/bin/bash
# OpenROAD 26Q1-2900-gdf79404cd8, Yosys 0.63+post, stock flow scripts
make -C /OpenROAD-flow-scripts/flow DESIGN_CONFIG=/design/flow/config.mk WORK_HOME=/design/flow/orfs finish
==> design.v <==
`timescale 1ns / 1ns
module DCache
(
    input               clk           ,
    input               rst           ,
    input      [11:0]   cpu_req_addr  ,
    input               cpu_req_valid ,
    input               cpu_req_rw    ,
    input      [63:0]   cpu_data_write,
    output reg [63:0]   cpu_data_read ,
    output reg          cpu_ready     ,
    output              dcache_hit    ,
    output reg [11:0]  ram_axi_araddr ,  
    output reg         ram_axi_arvalid,  
    input              ram_axi_arready,  
    input      [255:0] ram_axi_rdata  ,  
    input              ram_axi_rvalid ,  
    output             ram_axi_rready ,  
    output reg [11:0]  ram_axi_awaddr ,  
    output reg         ram_axi_awvalid,  
    input              ram_axi_awready,  
    output reg [255:0] ram_axi_wdata  ,  
    output reg         ram_axi_wvalid ,  
    input              ram_axi_wready    
);
    parameter IDLE       = 0; 
    parameter CompareTag = 1;
    parameter Allocate   = 2;
    parameter WriteBack  = 3;
    parameter V        = 263;
    parameter D        = 262;
    parameter TagMSB   = 261;
    parameter TagLSB   = 256;
    parameter BlockMSB = 255;
    parameter BlockLSB = 0  ;
    reg [263:0] cache_data[0:31] ;  
    reg [1  :0] state, next_state;
    reg         hit              ;
    reg         hit1 ,hit2       ;
    reg         way              ;  
    wire [3:0] cpu_req_index ;
    wire [5:0] cpu_req_tag   ;
    wire [1:0] cpu_req_offset;
    assign cpu_req_offset = cpu_req_addr[1 :0];  
    assign cpu_req_index  = cpu_req_addr[5 :2];  
    assign cpu_req_tag    = cpu_req_addr[11:6];  
    integer i;
    always @(posedge clk) begin
        if(rst)
            state <= IDLE;
        else
            state <= next_state;
    end
    always @(*) begin
        case(state)
            IDLE:
                if(cpu_req_valid)
                    next_state = CompareTag;
                else
                    next_state = IDLE;
            CompareTag:
                if(hit)                      
                    next_state = IDLE;
                else if(cache_data[2*cpu_req_index+way][V:D] == 2'b11)  
                    next_state = WriteBack;
                else
                    next_state = Allocate;
            Allocate:
                if(ram_axi_rvalid && ram_axi_arready)
                    next_state = CompareTag;
                else
                    next_state = Allocate;
            WriteBack:
                if(ram_axi_awready && ram_axi_wready)
                    next_state = Allocate;
                else
                    next_state = WriteBack;
            default:next_state = IDLE;
        endcase
    end
    always @(*) begin
        if(state == CompareTag) begin
            if(cache_data[2*cpu_req_index][V] == 1'b1 && cache_data[2*cpu_req_index][TagMSB:TagLSB] == cpu_req_tag)
                hit1=1'b1;
            else
                hit1=1'b0;
        end
        else
            hit1=1'b0;
    end
    always @(*) begin
        if(state == CompareTag) begin
            if(cache_data[2*cpu_req_index+1][V] == 1'b1 && cache_data[2*cpu_req_index+1][TagMSB:TagLSB] == cpu_req_tag)
                hit2 = 1'b1;
            else
                hit2 = 1'b0;
        end
        else
            hit2 = 1'b0;
    end
    always @(*) begin
        if(state == CompareTag)
            hit = hit1 || hit2;
        else
            hit = 1'b0;
    end
    always @(*) begin 
        if((state == CompareTag) && (hit == 1'b0)) begin    
            case({cache_data[2*cpu_req_index][V], cache_data[2*cpu_req_index+1][V]})
                2'b01  :way = 1'b0;                     
                2'b10  :way = 1'b1;                     
                2'b00  :way = 1'b0;                     
                2'b11  :way = 1'b0;                     
                default:way = 1'b0;
            endcase
        end
    end
    always @(posedge clk) begin
        if(state == CompareTag && hit) begin
            if(cpu_req_rw == 1'b0)  
                begin
                    cpu_ready <= 1'b1;
                    if(hit1)  
                        cpu_data_read <= cache_data[2*cpu_req_index][64*cpu_req_offset +: 64]; 
                    else
                        cpu_data_read <= cache_data[2*cpu_req_index+1][64*cpu_req_offset +: 64];
                end
            else  
                begin
                    cpu_ready <= 1'b1;
                    if(hit1) 
                        begin                                
                            cache_data[2*cpu_req_index][64*cpu_req_offset +:64] <= cpu_data_write;
                            cache_data[2*cpu_req_index][D]                      <= 1'b1          ;
                        end
                    else
                        begin
                            cache_data[2*cpu_req_index+1][64*cpu_req_offset +:64] <= cpu_data_write;
                            cache_data[2*cpu_req_index+1][D]                      <= 1'b1          ;
                        end
                end
        end
        else
            cpu_ready<=1'b0;
        if(state == Allocate) begin  
            if(!ram_axi_rvalid)
                begin
                    ram_axi_arvalid <= 1'b1                       ;
                    ram_axi_araddr  <= {cpu_req_addr[11:2], 2'b00};
                end
            else
                begin
                    ram_axi_arvalid                   <= 1'b0                               ;
                    cache_data[2*cpu_req_index+way] <= {2'b10, cpu_req_tag, ram_axi_rdata};
                end
        end
        else if(state == WriteBack) begin  
            if(!ram_axi_wready)
                begin
                    ram_axi_awvalid  <= 1'b1                                                                  ;
                    ram_axi_wvalid   <= 1'b1;
                    ram_axi_awaddr   <= {cache_data[2*cpu_req_index+way][TagMSB:TagLSB], cpu_req_index, 2'b00};
                    ram_axi_wdata <= cache_data[2*cpu_req_index+way][BlockMSB:BlockLSB]                    ;                
                end
            else
                ram_axi_awvalid <= 1'b0;
                ram_axi_wvalid  <= 1'b0;
        end
        else begin
            ram_axi_arvalid <= 1'b0;
            ram_axi_awvalid <= 1'b0;
            ram_axi_wvalid  <= 1'b0;
        end
    end
    assign ram_axi_rready = (state == Allocate) ? 1:0;
    assign dcache_hit = hit;
endmodule
==> config.mk <==
export PLATFORM = sky130hd
export DESIGN_NAME = DCache
export DESIGN_NICKNAME = DCache
export VERILOG_FILES = /design/flow/design.v
export SDC_FILE = /design/flow/constraint.sdc
export NUM_CORES = 4
export LEC_CHECK = 1
export CORE_UTILIZATION = 40
export SYNTH_MEMORY_MAX_BITS = 65536
==> constraint.sdc <==
current_design DCache

set clk_period 145.2
set clk_io_pct 0.2

create_clock -name clk0 -period $clk_period [get_ports {clk}]

set non_clock_inputs [all_inputs -no_clocks]
set_input_delay [expr $clk_period * $clk_io_pct] -clock clk0 $non_clock_inputs
set_output_delay [expr $clk_period * $clk_io_pct] -clock clk0 [all_outputs]
==> flow_metrics.tcl <==
# implementation run metrics
set metrics [dict create \
    ant_nets 0 \
    clockBufferDepth 5 \
    tns_ns 0 \
    worstHoldPathType "flip-flop to flip-flop" \
    dp.cells 35700 \
    slew-limit-headroom 0.0490 \
    cp.buffers_inverters 6 \
    ctsHoldBuffers 0 \
    hold_end "state[0]" \
    r2r_end "cache_data[20][159]" \
    edf_count 8790 \
    grt_max_degree 101 \
    worst-r2r-cell-count 14 \
    power.density_nw_per_um2 12.6 \
    grt_use_total 0.372 \
    die_area_sq_um 982000 \
    cap_violations 0 \
    via_count 246000 \
    outcome "completed" \
    crit_path_max_fanout 53 \
    untimed_endpoints 1 \
    cp.required_ns 116.16 \
    irDropWorstVdd_mv 0.0121 \
    synth_area_sq_um 391000 \
    fillers 80400 \
    h-tree-depth 6 \
    r2r-start "cache_data[12][259]" \
    antenna_found_initial 294 \
    viasPerCell 6.44 \
    grt_first_pass_wirelength_microns 2230000 \
    post-route-period-util 0.436 \
    tightest_slew_ns 1.43 \
    synth-main-ff-cell "edfxtp_1" \
    ys_ff 8796 \
    combGateArea_sq_um 122000 \
    avgSynthCellArea_sq_um 17.6 \
    warnings 34 \
    leakage_nw 154 \
    drcViolationCount 0 \
    post-route-cell-area_sq_um 454000 \
    fin_skew_ns 0.228 \
    cts_buffers 932 \
    regArea_sq_um 264000 \
    globalRoute.totalOverflow 0 \
    die_h_microns 991 \
    synth_chip_area_sq_um 391000 \
    cp_slowest_cell "nor4_1" \
    final_cells 38100 \
    reg2reg_slack_ns 138.13 \
    rsz0062_at_grt "no" \
    ios 690 \
    synthCells 22300 \
    fp_util 0.402 \
    first_iter_violations 20400 \
    grt_pass1_vias 257000 \
    ys_warn_count 1 \
    final_max_slew_viol_count 0 \
    drive_gt1_frac 0.215 \
    synth_async_sr_flop_share 0 \
    clk_latency_ns 1.14 \
    place.gp.congestion 1.02 \
    setup_violations 0 \
    die_width_microns 991 \
    dr.pass1.iters 8 \
    cp.arrival_ns 34.22 \
    whs_path_depth 1 \
    min_period_ns 63.26 \
    rows 362 \
    area_delta_synth_final_pct 16.0 \
    ctsResizeCount 0 \
    ys_types 61 \
    totalWireLength_microns 1690000 \
    setup.worst_path.end_class "output pin" \
    place_area_sq_um 422000 \
    ys_cells 22300 \
    startpoint_type "input port" \
    critical_path.cell_chain "clkdlybuf4s50_1, buf_4, nand3b_1, buf_12, buf_4, buf_12, o22ai_1, nor4_1, xor2_1, nand4_1, nand2_1, clkdlybuf4s50_1" \
    hpwl_microns 1090000 \
    worstSetupPathType "input port to output pin" \
    cts_tree "yes" \
    max_stage_delay_ns 0.67 \
    io_buffers 684 \
    cts-root-buf "clkbuf_16" \
    max_freq_mhz 15.8 \
    wl_per_cell_microns 44.2 \
    hold_viol_final 0 \
    clkSlewWorstSetupHoldPaths_ns 0.06 \
    core-area_sq_um 973000 \
    cts_setup_buffers 0 \
    unclocked_regs 1 \
    critPathTopFamily "buffers and inverters" \
    hold_start "state[0]" \
]
==> stage by stage <==
| step | utilization | power (W) | hold WS (ns) | setup WS [ns] |
|---|---|---|---|---|
| after floorplan | - | 0.00308 | 0.440 | 84.93 |
| after global placement | 0.434 | 0.00334 | 0.453 | 81.71 |
| after detailed placement | 0.434 | 0.00334 | 0.457 | 82.01 |
| after CTS | 0.465 | 0.00569 | 0.474 | 81.96 |
| after global routing | 0.466 | 0.00581 | 0.521 | 81.91 |
| final | 0.467 | 0.00571 | 0.478 | 81.94 |
==> power by group <==
group / switching, W / total, W / internal (W) / leakage [nW]
logic: 0.000357 / 0.000504 / 0.000147 / 58.7
clock network: 0.00104 / 0.00240 / 0.00136 / 14.7
registers: 0.00000119 / 0.00281 / 0.00280 / 80.8
==> Yosys cell counts, types with 3 or more instances <==
cell type | number | area, sq um
o221ai_1 | 7 | 61.3
clkbuf_1 | 1058 | 3970
a22o_1 | 259 | 2270
nor4_2 | 8 | 100
buf_4 | 22 | 165
xnor2_1 | 9 | 78.8
a21oi_1 | 176 | 881
and3_1 | 8 | 50.1
or3_1 | 4 | 25.0
nand2_1 | 618 | 2320
nor3_1 | 48 | 240
nor2_1 | 295 | 1110
buf_2 | 592 | 2960
nor3_2 | 6 | 60.1
nor3b_1 | 3 | 22.5
or4_1 | 164 | 1230
a221oi_1 | 4 | 35.0
nor3b_2 | 26 | 325
a32o_1 | 3 | 30.0
o22a_1 | 7 | 61.3
nand3_1 | 16 | 80.1
edfxtp_1 | 8790 | 264000
and3b_1 | 3 | 26.3
o21ai_1 | 3 | 15.0
o22ai_1 | 2080 | 13000
nand4_1 | 262 | 1640
mux4_2 | 1841 | 41500
buf_6 | 10 | 113
a22oi_1 | 776 | 5830
xor2_1 | 3 | 26.3
buf_1 | 119 | 447
o2111ai_1 | 3 | 26.3
nor4_1 | 355 | 2220
nand3b_1 | 4 | 30.0
mux2i_1 | 4361 | 43700
dfxtp_1 | 5 | 100
a32oi_1 | 277 | 2430
==> per-layer routing <==
metal / part of all wire / vias to the layer above / wire length, microns / track usage
met3: 0.22 / 4509 / 372000 / 0.348
met4: 0.094 / 282 / 159000 / 0.256
li1: - / 98100 / - / -
met1: 0.27 / 122000 / 449000 / 0.362
met2: 0.41 / 20400 / 689000 / 0.473
met5: 0.0098 / - / 16600 / 0.161
==> cells in the final DEF, fill, tap and decap left out, types with 37 or more instances in the layout <==
cell | netlist | final
nand2_1 | 618 | 618
o22ai_1 | 2080 | 2080
clkinv_2 | 0 | 200
a32oi_1 | 277 | 277
a21oi_1 | 176 | 173
clkbuf_16 | 0 | 940
diode_2 | 0 | 716
clkbuf_1 | 1058 | 176
nor4_2 | 8 | 197
nor4_1 | 355 | 143
nor3_2 | 6 | 37
a22oi_1 | 776 | 776
buf_12 | 0 | 67
edfxtp_1 | 8790 | 8790
nand4_1 | 262 | 262
or4_1 | 164 | 164
bufinv_16 | 0 | 98
a22o_1 | 259 | 259
clkinv_1 | 2 | 204
nor2_1 | 295 | 234
buf_2 | 592 | 50
nor2_4 | 0 | 59
mux4_2 | 1841 | 1841
mux2i_1 | 4361 | 4357
buf_4 | 22 | 1592
clkdlybuf4s50_1 | 0 | 620
==> kinds of logic (layout without fill, tap and decap cells) <==
family	count (synthesis)	after routing	share of synthesized area
AND-OR/OR-AND	3607	3607	0.0632
multiplexers	6204	6204	0.218
other	1	721	0.00000958
AND/OR/NAND/NOR	1832	1832	0.0245
XOR/XNOR	12	12	0.000269
flip-flops	8795	8795	0.675
buffers and inverters	1807	4045	0.0196
latches	1	1	0.0000384
==> flip-flops by register name (all words and copies together) (netlist names) <==
name and count:
cache_data 8448, ram_axi_wdata 256, cpu_data_read 64, ram_axi_araddr 10, ram_axi_awaddr 10, state 4, cpu_ready 1, ram_axi_arvalid 1
ram_axi_awvalid 1, way 1
==> layout make-up <==
type / instances / area share
diodes: 716 / 0.00395
flip-flops and latches: 8796 / 0.582
clock buffers: 1116 / 0.0533
repair buffers: 2332 / 0.0436
well taps: 12900 / 0.0356
clock inverters: 591 / 0.0131
inverters: 6 / 0.0000909
multi-input cells: 11700 / 0.269
==> worst max-delay path by stage <==
| stage | startpoint | depth (start not counted) | end |
|---|---|---|---|
| after CTS | cpu_req_addr[4] | 12 | dcache_hit |
| after global routing | cpu_req_addr[5] | 11 | dcache_hit |
| final | cpu_req_addr[4] | 12 | dcache_hit |
No activity file was given, so power comes from the tool's default toggle rates.
